**./config.mk**
```make
export PLATFORM = sky130hd
export DESIGN_NAME = nmea_parser
export DESIGN_NICKNAME = nmea_parser
export VERILOG_FILES = /design/flow/design.v
export SDC_FILE = /design/flow/constraint.sdc
export NUM_CORES = 4
export LEC_CHECK = 1
export CORE_UTILIZATION = 40
```
**./design.v**
```verilog
module nmea_parser (
    input wire clk,
    input wire rst,
    input wire [7:0] rx_data,
    input wire rx_valid,
    output reg [7:0] lat_deg,
    output reg [7:0] lat_min,
    output reg [7:0] lon_deg,
    output reg [7:0] lon_min,
    output [4:0] state_o,
    output reg valid_fix
);
    localparam IDLE      = 5'b00000; 
    localparam DETECT_G  = 5'b00001; 
    localparam DETECT_P  = 5'b00010; 
    localparam DETECT_R  = 5'b00011; 
    localparam DETECT_M  = 5'b00100; 
    localparam DETECT_C  = 5'b00101; 
    localparam SKIP      = 5'b00110; 
    localparam SKIP1     = 5'b00111; 
    localparam SKIPA     = 5'b01000; 
    localparam READ_LAT  = 5'b01001; 
    localparam SKIP_NS   = 5'b01010; 
    localparam READ_LON  = 5'b01011; 
    localparam SKIP_EW   = 5'b01100; 
    localparam WAIT_CR   = 5'b01101; 
    localparam WAIT_LF   = 5'b01110; 
    localparam DONE      = 5'b01111; 
	 reg [4:0] next_state, state;
    reg [14:0] idx;
    reg [7:0] lat_idx;
    reg [7:0] lon_idx;
    reg [7:0] lat_1;
    reg [7:0] lat_str [0:15];
    reg [7:0] lon_str [0:15];
    initial begin
        lat_deg = 'd0;
        lat_min = 'd0;
        lon_deg = 'd0;
        lon_min = 'd0;
        state = IDLE;
        idx = 'd0;
        lat_idx = 'd0;
        lon_idx = 'd0;
        valid_fix = 1'b0;
    end
    always @(posedge clk)begin 
        if(rst == 0)begin
            state <= IDLE;
        end else begin
            state <= next_state;
        end
    end
    always @(*) begin  
        next_state = state;
        case(state)
            IDLE: next_state = (rx_data == 8'h24 && rx_valid)? DETECT_G : IDLE;
            DETECT_G:  next_state = (rx_data == 8'h47 && rx_valid) ? DETECT_P : DETECT_G;
            DETECT_P:  next_state = (rx_data == 8'h50 && rx_valid) ? DETECT_R : DETECT_P;
            DETECT_R: next_state = (rx_data == 8'h52 && rx_valid) ? DETECT_M : DETECT_R;
            DETECT_M: next_state = (rx_data == 8'h4D && rx_valid) ? DETECT_C : DETECT_M;
            DETECT_C:  next_state = (rx_data == 8'h43 && rx_valid) ? SKIP : DETECT_C;
            SKIP: next_state = (rx_data == 8'h2C && rx_valid)? SKIP1 : SKIP;
            SKIP1: next_state = (rx_data == 8'h2C && rx_valid)? SKIPA : SKIP1;
            SKIPA: next_state = (rx_data == 8'h2C && rx_valid)? READ_LAT : SKIPA;
            READ_LAT: next_state = (rx_data == 8'h2C && rx_valid)? SKIP_NS : READ_LAT;
            SKIP_NS: next_state = (rx_data == 8'h2C && rx_valid)? READ_LON : SKIP_NS;
            READ_LON: next_state = (rx_data == 8'h2C && rx_valid)? SKIP_EW : READ_LON;
            SKIP_EW: next_state = (rx_data == 8'h2C && rx_valid)? DONE : SKIP_EW;
            WAIT_CR: next_state = (rx_data == "\r" && rx_valid) ? DONE : WAIT_CR;   
            DONE: next_state = IDLE;
            default: next_state = IDLE;
        endcase
    end
    always @(posedge clk) begin
        if (!rst) begin
            idx <= 0;
            lat_idx <= 0;
            lon_idx <= 0;
            valid_fix <= 0;
            lat_deg <= 'd0;
            lat_min <= 'd0;
            lon_deg <= 'd0;
            lon_min <= 'd0;
        end else begin
            case (state)
                SKIP1: begin
                    lat_idx <= 0;
                end
                READ_LAT: begin
                    if (rx_data != "," && rx_valid) begin
                        lat_str[lat_idx] <= rx_data;
                        lat_idx <= lat_idx + 1;
                    end
                    lat_deg <= ((lat_str[1] - 8'h30) * 10 + (lat_str[2]- 8'h30));
                    lat_min <= (((lat_str[2]- 8'h30) * 10 + (lat_str[3]- 8'h30)) * 100 +
                                ((lat_str[5] - 8'h30) * 10 + (lat_str[6]- 8'h30))); 
                end
                SKIP_NS: begin
                    lon_idx <= 0;
                end
                READ_LON: begin
                    if (rx_data != "," && rx_valid) begin
                        lon_str[lon_idx] <= rx_data;
                        lon_idx <= lon_idx + 1;
                    end 
                end
                DONE: begin
                    lat_1 = lat_str[2];
                    lat_deg <= ((lat_str[1] - 8'h30) * 10 + (lat_str[2]- 8'h30));
                    lat_min <= (((lat_str[2]- 8'h30) * 10 + (lat_str[3]- 8'h30)) * 100 +
                                ((lat_str[5] - 8'h30) * 10 + (lat_str[6]- 8'h30)));
                    lon_deg <= (lon_str[0]- 8'h30) * 100 + (lon_str[1]- 8'h30) * 10 + (lon_str[2]- 8'h30);
                    lon_min <= (((lon_str[3] - 8'h30) * 10 + (lon_str[4] - 8'h30)) * 100 +
                                ((lon_str[6] - 8'h30) * 10 + (lon_str[7] - 8'h30)));
                    valid_fix <= 1;
                end
            endcase
        end
    end
	 assign state_o = state;
endmodule
```
**./run.sh**
```bash
#!/bin/bash
# OpenROAD 26Q1-2900-gdf79404cd8, Yosys 0.63+post, stock flow scripts
make -C /OpenROAD-flow-scripts/flow DESIGN_CONFIG=/design/flow/config.mk WORK_HOME=/design/flow/orfs finish
```
**./constraint.sdc**
```tcl
current_design nmea_parser

set clk_period 4.5
set clk_io_pct 0.2

create_clock -name clk0 -period $clk_period [get_ports {clk}]

set non_clock_inputs [all_inputs -no_clocks]
set_input_delay [expr $clk_period * $clk_io_pct] -clock clk0 $non_clock_inputs
set_output_delay [expr $clk_period * $clk_io_pct] -clock clk0 [all_outputs]
```
==> results.py <==
# Metrics from the implementation run
metrics = {
    "finish": {
        "combGateArea_um2": 3840,
        "area_growth_pct": 18.5,
        "drive_gt1_share_pct": 7.43,
        "layout_top_cell": "ha_1",
        "fillers": 1542,
        "fin_cells": 956,
        "seqCellArea_um2": 3390,
        "lay_top_cells": "102 x ha_1, 83 x edfxtp_1, 66 x xnor2_1",
    },
    "job": {
        "maxCapViolCount": 0,
        "tool_warnings": 30,
    },
    "floorplan": {
        "die_area_um2": 19400,
        "row_count": 49,
        "initial_core_util_pct": 41.4,
        "core_area_um2": 18200,
        "fp.dieH_um": 139,
        "ios": 49,
        "die_x_um": 139,
    },
    "clocking": {
        "post-cts-setup-buffers": 0,
        "clk_pin_slew_worst_paths_ns": 0.06,
        "clkSinkCount": 128,
        "cts_buffers": 17,
        "clockRootBuffer": "clkbuf_16",
        "cts_resized": 0,
        "cts_tree": "yes",
        "htree_levels": 4,
        "cts_hold_buf": 0,
        "cts_buffer_depth": 2,
        "insertion_delay_ns": 0.42,
    },
    "setup_path": {
        "cp.required_ns": 4.81,
        "worst-setup-path-type": "flip-flop to flip-flop",
        "worstSetupStartpoint": "lon_str[3][1]$_DFFE_PP_",
        "r2r_setup_slack_ns": 0.30,
        "r2r-end": "lon_min[7]$_SDFFE_PN0P_",
        "cp.arrival_ns": 4.52,
        "crit_end": "lon_min[7]$_SDFFE_PN0P_",
        "end_kind": "flip-flop",
        "r2r_start": "lon_str[3][1]$_DFFE_PP_",
        "path_max_fanout": 3,
        "start_kind": "flip-flop",
        "ff2ff_path_depth": 15,
    },
    "routing": {
        "drt_iter0_markers": 259,
        "vias": 4745,
        "avgViaCountPerCell": 4.96,
        "drt_first_pass_iters": 26,
        "drc_errors": 0,
        "wl_um": 15000,
        "wl_per_cell_um": 15.7,
        "antenna_cells": 0,
        "ant_nets": 0,
    },
    "power": {
        "pwr-share-comb_pct": 2.2,
        "power.switching_uw": 573,
        "vdd.ir_drop.worst_uv": 285,
        "power.internal_uw": 2090,
        "power_density_nw_per_um2": 298,
        "switching_share_pct": 21.5,
        "seqPwrFrac_pct": 46.9,
        "pwr-share-clk_pct": 50.9,
        "leakage_uw": 0.00356,
    },
    "yosys": {
        "syn_area_um2": 7530,
        "ys_area_um2": 7530,
        "post_synth_num_cell_types": 51,
        "yosys_cells": 648,
        "simple_gate_area_share_pct": 9.39,
        "synth_flops": 128,
        "synth-edff-count": 83,
        "synth_warnings": 1,
        "ys.flop_type": "edfxtp_1",
        "yosys.area_share.aoi_pct": 7.86,
        "synth-xor-area-share_pct": 10.1,
        "mux_share_pct": 0,
        "logic_family": "adder cells",
        "syn_area_per_cell_um2": 11.6,
        "ys_seq_share_pct": 45.1,
        "synth_cells": 648,
        "async_reset_ff_share_pct": 0,
        "adder_share_pct": 23.6,
    },
    "global_routing": {
        "grt.total_usage_pct": 17.2,
        "overflow": 0,
        "grt_pass1_vias": 4936,
        "antenna_found_initial": 0,
        "grt_pass1_wl_um": 24800,
        "grt_start_max_net_pins": 34,
    },
    "sta": {
        "slew_headroom_pct": 52.8,
        "setup_slack_ns": 0.296,
        "rsz0062_at_grt": "no",
        "finClkSkew_ns": 0.00522,
        "period_used_pct": 93.4,
        "setup_viol": 0,
        "tightestPinTransition_ns": 0.706,
        "fin_setup_tns_ns": 0,
        "finalCriticalPeriod_ns": 4.20,
        "fmax_ghz": 0.238,
        "maxSlewViolCount": 0,
        "hold_viol": 0,
    },
    "placement": {
        "dp.cells": 924,
        "hpwl_um": 10600,
        "port_buffers": 47,
        "dpl_worst_slack_ns": 0.333,
        "gp_congestion": 0.851,
    },
    "outcome": {
        "status": "finished, final reports clean",
    },
    "min_path": {
        "hold_path.class": "flip-flop to flip-flop",
    },
}
[power by group through the flow]
| stage | Combinational (uW) | Clock (uW) | Sequential (uW) |
|---|---|---|---|
| 6_report | 58.6 | 1360 | 1250 |
| 5_1_grt | 63.4 | 1420 | 1250 |
| 4_1_cts | 60.1 | 1380 | 1250 |
[Yosys cell counts (all sizes together) (2+ instances only)]
cell,number,area share (%)
nand2,65,3.2
fa,25,6.6
nor4b,3,0.43
a21o,15,1.5
nand2b,3,0.25
inv,61,3.0
buf,6,0.43
xnor2,66,7.7
nor3b,2,0.20
a22oi,2,0.20
nor2b,5,0.42
o21ai,12,0.85
a211oi,6,0.60
and2,8,0.66
edfxtp,83,33
nor4,6,0.70
and4bb,2,0.33
o31ai,2,0.20
nor2,24,1.2
xnor3,3,0.90
or2,2,0.17
xor2,13,1.5
and4b,2,0.27
a31oi,4,0.33
clkbuf,9,0.45
nand4bb,2,0.52
a21oi,48,3.2
or3,2,0.17
nand4,4,0.33
dfxtp,45,12
nand3,4,0.27
ha,102,17
o41ai,2,0.48
[critical path, stage by stage (launching register included)]
cell	delay, ns
edfxtp_1	0.44
ha_1	0.32
ha_1	0.30
ha_1	0.31
xnor2_1	0.14
ha_1	0.30
ha_1	0.28
inv_1	0.04
ha_1	0.28
inv_1	0.08
fa_1	0.42
ha_1	0.33
a21oi_1	0.13
xnor3_1	0.41
xnor2_1	0.14
o31ai_1	0.20
[final cells by class]
cell class	instances	share of cell area, %
Clock inverter	14	1.79
Inverter	62	2.61
Timing Repair Buffer	62	6.53
Sequential cell	128	38.0
Clock buffer	18	4.81
Tap cell	229	3.21
Multi-Input combinational cell	443	43.0
[flip-flops by register name (all words and copies together), names as in the netlist]
name and count:
lat_min 8, lat_str 36, lon_str 47, lat_idx 4, lat_deg 8, valid_fix 1, state 4, lon_min 8
lon_idx 4, lon_deg 8
[cell families after synthesis]
group,count (synthesis)
flops,128
compound gates,96
simple gates,137
buf+inv,77
xor+xnor,82
other cells,1
fa+ha+maj,127
[per-layer routing]
metal	track usage, %	up-vias	wire, um
met5	0	-	0
met1	24.8	2196	7020
li1	-	2391	-
met3	6.03	16	1040
met4	2.46	0	216
met2	27.0	142	6690
[through the flow]
step           area (um2)  utilization, %  hold WS, ns  power (uW)
2_1_floorplan        7530               -        0.416        1290
3_3_place_gp         8330            45.8        0.443        1330
3_5_place_dp         8330            45.8        0.447        1330
4_1_cts              8920            49.0        0.454        2690
5_1_grt              8920            49.0        0.472        2740
6_report             8920            49.0        0.450        2660
[worst min-delay path by stage]
stage | startpoint | end | cells after the start
final | lon_deg[6]$_SDFFE_PN0P_ | lon_deg[6]$_SDFFE_PN0P_ | 2
after CTS | lon_min[5]$_SDFFE_PN0P_ | lon_min[5]$_SDFFE_PN0P_ | 2
after global routing | lat_deg[5]$_SDFFE_PN0P_ | lat_deg[5]$_SDFFE_PN0P_ | 2
Power figures rest on the tool's default switching activity, not on a simulated workload.
