--- flow/config.mk ---
export PLATFORM = sky130hd
export DESIGN_NAME = uart_top
export DESIGN_NICKNAME = uart_top
export VERILOG_FILES = /design/flow/design.v
export SDC_FILE = /design/flow/constraint.sdc
export NUM_CORES = 4
export LEC_CHECK = 1
export CORE_UTILIZATION = 30
--- flow/constraint.sdc ---
current_design uart_top

set clk_period 5.6
set clk_io_pct 0.2

create_clock -name clk0 -period $clk_period [get_ports {clk_50MHz}]

set non_clock_inputs [all_inputs -no_clocks]
set_input_delay [expr $clk_period * $clk_io_pct] -clock clk0 $non_clock_inputs
set_output_delay [expr $clk_period * $clk_io_pct] -clock clk0 [all_outputs]
--- flow/design.v ---
module baud_rate_generator #(
    parameter N = 9,     
    parameter M = 326    
)(
    input  wire        clk_50MHz,    
    input  wire        reset,        
    input  wire        phase_reset,  
    output wire        tick          
);
    reg [N-1:0] counter;
    always @(posedge clk_50MHz) begin
        if (reset || phase_reset) begin
            counter <= 0;
        end else if (counter == M-1) begin
            counter <= 0;
        end else begin
            counter <= counter + 1;
        end
    end
    assign tick = (counter == M-1);
endmodule
`timescale 1ns/1ps
module uart_receiver #(
    parameter DATA_BITS     = 8,
    parameter STOP_BIT_TICK = 16      
)(
    input  wire                 clk_50MHz,
    input  wire                 reset,         
    input  wire                 rx,            
    input  wire                 sample_tick,   
    output reg                  data_ready,    
    output wire [DATA_BITS-1:0] data_out,      
    output reg                  phase_reset    
);
  reg rx_sync0, rx_sync1, rx_prev;
  always @(posedge clk_50MHz) begin
    if (reset) begin
      rx_sync0 <= 1'b1;
      rx_sync1 <= 1'b1;
      rx_prev  <= 1'b1;
    end else begin
      rx_sync0 <= rx;
      rx_sync1 <= rx_sync0;
      rx_prev  <= rx_sync1;
    end
  end
  localparam [1:0]
    IDLE  = 2'b00,
    START = 2'b01,
    DATA  = 2'b10,
    STOP  = 2'b11;
  reg [1:0]                state, next_state;
  reg [3:0]                tick_cnt, next_tick;
  reg [3:0]                bit_cnt,  next_bit;
  reg [DATA_BITS-1:0]      data_reg, next_data;
  always @(posedge clk_50MHz) begin
    if (reset) begin
      state       <= IDLE;
      tick_cnt    <= 0;
      bit_cnt     <= 0;
      data_reg    <= {DATA_BITS{1'b0}};
      phase_reset <= 1'b0;
    end else begin
      phase_reset <= 1'b0;
      if (state == IDLE && rx_prev && !rx_sync1) begin
        state       <= START;
        tick_cnt    <= 0;
        phase_reset <= 1'b1;     
      end else begin
        state    <= next_state;
        tick_cnt <= next_tick;
      end
      bit_cnt  <= next_bit;
      data_reg <= next_data;
    end
  end
  always @* begin
    next_state = state;
    next_tick  = tick_cnt;
    next_bit   = bit_cnt;
    next_data  = data_reg;
    data_ready = 1'b0;
    case (state)
      IDLE: begin
      end
      START: begin
        if (sample_tick) begin
          if (tick_cnt == (STOP_BIT_TICK/2 - 1)) begin
            if (!rx_sync1) begin
              next_state = DATA;
              next_tick  = 0;
              next_bit   = 0;
              next_data  = {DATA_BITS{1'b0}};
            end else begin
              next_state = IDLE;  
            end
          end else begin
            next_tick = tick_cnt + 1;
          end
        end
      end
      DATA: begin
        if (sample_tick) begin
          if (tick_cnt == (STOP_BIT_TICK/2 - 1)) begin
            next_data = { rx_sync1, data_reg[DATA_BITS-1:1] };
          end
          if (tick_cnt == STOP_BIT_TICK-1) begin
            next_tick = 0;
            if (bit_cnt == DATA_BITS-1)
              next_state = STOP;
            else
              next_bit = bit_cnt + 1;
          end else begin
            next_tick = tick_cnt + 1;
          end
        end
      end
      STOP: begin
        if (sample_tick) begin
          if (tick_cnt == STOP_BIT_TICK-1) begin
            data_ready = 1'b1;
            next_state = IDLE;
            next_tick  = 0;
          end else begin
            next_tick = tick_cnt + 1;
          end
        end
      end
    endcase
  end
  assign data_out = data_reg;
endmodule
`timescale 1ns/1ps
module uart_top #(
    parameter DATA_BITS     = 8,
    parameter STOP_BIT_TICK = 16,    
    parameter BR_LIMIT      = 326,   
    parameter BR_BITS       = 9      
)(
    input  wire                  clk_50MHz,
    input  wire                  reset,     
    input  wire                  rx,        
    output wire                  tx,        
    output wire                  rs,
    output wire                  rw,
    output wire                  enable,
    output wire [DATA_BITS-1:0]  data_lcd
);
    wire                    tick;
    wire                    phase_reset;
    wire                    rx_done_tick;
    wire [DATA_BITS-1:0]    rx_data_out;
    wire                    tx_busy, tx_done_tick;
    reg  [DATA_BITS-1:0]    pending_buffer;
    reg                     pending_flag;
    reg  [DATA_BITS-1:0]    tx_buffer;
    reg                     tx_start_d;
    baud_rate_generator #(
        .N(BR_BITS),
        .M(BR_LIMIT)
    ) BAUD_GEN (
        .clk_50MHz   (clk_50MHz),
        .reset       (~reset),
        .phase_reset (phase_reset),
        .tick        (tick)
    );
    uart_receiver #(
        .DATA_BITS     (DATA_BITS),
        .STOP_BIT_TICK (STOP_BIT_TICK)
    ) UART_RX (
        .clk_50MHz    (clk_50MHz),
        .reset        (~reset),
        .rx           (rx),
        .sample_tick  (tick),
        .data_ready   (rx_done_tick),
        .data_out     (rx_data_out),
        .phase_reset  (phase_reset)
    );
    always @(posedge clk_50MHz or negedge reset) begin
        if (!reset) begin
            pending_flag  <= 1'b0;
            pending_buffer<= {DATA_BITS{1'b0}};
            tx_buffer     <= {DATA_BITS{1'b0}};
            tx_start_d    <= 1'b0;
        end else begin
            tx_start_d <= 1'b0;
            if (rx_done_tick) begin
                if (!tx_busy) begin
                    tx_buffer  <= rx_data_out;
                    tx_start_d <= 1'b1;
                end else begin
                    pending_buffer <= rx_data_out;
                    pending_flag   <= 1'b1;
                end
            end
            else if (tx_done_tick && pending_flag) begin
                tx_buffer    <= pending_buffer;
                tx_start_d   <= 1'b1;
                pending_flag <= 1'b0;
            end
        end
    end
    uart_transmitter #(
        .DATA_BITS     (DATA_BITS),
        .STOP_BIT_TICK (STOP_BIT_TICK)
    ) UART_TX (
        .clk_50MHz    (clk_50MHz),
        .reset        (~reset),
        .sample_tick  (tick),
        .tx_start     (tx_start_d),
        .data_in      (tx_buffer),
        .tx           (tx),
        .tx_busy      (tx_busy),
        .tx_done_tick (tx_done_tick)
    );
    assign rs       = 1'b0;
    assign rw       = 1'b0;
    assign enable   = 1'b0;
    assign data_lcd = {DATA_BITS{1'b0}};
endmodule
module uart_transmitter
  #(
    parameter DATA_BITS     = 8,
    parameter STOP_BIT_TICK = 16     
  )
  (
    input  wire                   clk_50MHz,
    input  wire                   reset,        
    input  wire                   sample_tick,  
    input  wire                   tx_start,     
    input  wire [DATA_BITS-1:0]   data_in,      
    output wire                   tx,           
    output wire                   tx_busy,
    output wire                   tx_done_tick
  );
  localparam [1:0]
    S_IDLE  = 2'b00,
    S_START = 2'b01,
    S_DATA  = 2'b10,
    S_STOP  = 2'b11;
  reg [1:0]                state,       next_state;
  reg [3:0]                tick_cnt,    next_tick;
  reg [3:0]                bit_cnt,     next_bit;
  reg [DATA_BITS-1:0]      shreg,       next_shreg;
  reg                      tx_r,        next_tx;
  reg                      busy_r,      next_busy;
  reg                      done_r,      next_done;
  assign tx          = tx_r;
  assign tx_busy     = busy_r;
  assign tx_done_tick= done_r;
  always @(posedge clk_50MHz or posedge reset) begin
    if (reset) begin
      state    <= S_IDLE;
      tick_cnt <= 0;
      bit_cnt  <= 0;
      shreg    <= {DATA_BITS{1'b1}};   
      tx_r     <= 1'b1;
      busy_r   <= 1'b0;
      done_r   <= 1'b0;
    end else begin
      state    <= next_state;
      tick_cnt <= next_tick;
      bit_cnt  <= next_bit;
      shreg    <= next_shreg;
      tx_r     <= next_tx;
      busy_r   <= next_busy;
      done_r   <= next_done;
    end
  end
  always @* begin
    next_state = state;
    next_tick  = tick_cnt;
    next_bit   = bit_cnt;
    next_shreg = shreg;
    next_tx    = tx_r;
    next_busy  = busy_r;
    next_done  = 1'b0;               
    case (state)
      S_IDLE: begin
        next_tx   = 1'b1;
        next_busy = 1'b0;
        if (tx_start) begin
          next_state  = S_START;
          next_shreg  = data_in;      
          next_tick   = 0;
          next_busy   = 1'b1;
        end
      end
      S_START: begin
        next_tx   = 1'b0;             
        next_busy = 1'b1;
        if (sample_tick) begin
          if (tick_cnt == STOP_BIT_TICK-1) begin
            next_state = S_DATA;
            next_tick  = 0;
            next_bit   = 0;
          end else
            next_tick = tick_cnt + 1;
        end
      end
      S_DATA: begin
        next_tx   = shreg[0];         
        next_busy = 1'b1;
        if (sample_tick) begin
          if (tick_cnt == STOP_BIT_TICK-1) begin
            next_tick   = 0;
            next_shreg  = {1'b1, shreg[DATA_BITS-1:1]};  
            if (bit_cnt == DATA_BITS-1)
              next_state = S_STOP;
            else
              next_bit = bit_cnt + 1;
          end else
            next_tick = tick_cnt + 1;
        end
      end
      S_STOP: begin
        next_tx   = 1'b1;             
        next_busy = 1'b1;
        if (sample_tick) begin
          if (tick_cnt == STOP_BIT_TICK-1) begin
            next_state = S_IDLE;
            next_tick  = 0;
            next_done  = 1'b1;       
          end else
            next_tick = tick_cnt + 1;
        end
      end
    endcase
  end
endmodule
--- flow/run.sh ---
#!/bin/bash
# OpenROAD 26Q1-2900-gdf79404cd8, Yosys 0.63+post, stock flow scripts
make -C /OpenROAD-flow-scripts/flow DESIGN_CONFIG=/design/flow/config.mk WORK_HOME=/design/flow/orfs finish
==> run summary <==
impl run done, here's what came out: run status completed, crit-path max FO 12, hold crit path type flop to flop, Final Hold Violating Endpoints 0, crit-path leading delay family simple AND/OR/NAND/NOR gates, YS warnings 4, Commonest Layout Cell nand2_1, GP Congestion 0.833, most flop-heavy register BAUD_GEN.counter, crit path DRT 5.86 ns, Worst Path Arrival 3.01 ns, Worst-Margin Slew 0.849 ns, largest net degree at the start of global routing 51, I/O Buffers 3, DIE WIDTH 109 µm, CP peak stage delay 0.71 ns, H-tree Lvls 3, VDD IR max 0.000166 V, r2r startpoint BAUD_GEN.counter[3], worst path buffer plus inverter count 0, max reg flops 9, Post-synth EDFFs 0, Iter 0 DRT Violations 164, hold buffer count at cts 0, drt drc 0, P_leak 1.49 nW, IO Pins 15, CP max stage cell nor2_1, ratio of cells with drive above 1 in the final layout 11.7%, num rows 38, Core Box Area 11000 µm², Post-Route Setup TNS 0 ns, Finished Cell Area 3800 µm², startpoint types flop, Mapped Area 3420 µm², yosys stat area 3420 µm², DR vias 2394, placed cell area 3520 µm², Routed Antenna Nets 0, most frequent cells in the layout 46 x nand2_1, 33 x dfxtp_1, 31 x dfrtp_1, 27 x o21ai_0, 24 x nand3_1, post-CTS sizing 0, number of fill cells 1079, Crit. End Element flop, count of final setup violators 0, Hold Path Origin UART_RX.rx_sync0, placed cells 483, Overflow after GRT 0, Tool Warnings 26, Tmin final 2.76 ns, Post-synth ARST share 55.4%, Global Route Usage Sum 10.8%, ys cells 353, Area Overhead vs Synth 10.9%, maxcap violations 0, Num CTS Buffers 9, die area 11800 µm², Tcrit/Tclk final 49.2%, Non-Filler Instances 499, CP Class flop to flop, Pins Over Slew Limit 0, worst-path cell chain or4b_1 -> nor2_1 -> o21ai_0 -> a311o_1 -> a21oi_1, WL final 5820 µm, Max Freq 363 MHz, synthesized flop and latch total 74, Worst-path clk slew 0.06 ns, Min Hold Slack 0.410 ns, postcts setup bufs 0, CTS max path bufs 2, Floorplan Utilization 31.2%, first-pass GRT wire length 10100 µm, CTS tree done, initial antenna violation count 0, Unique masters post-synth 56, pwr/cell area 288 nW/µm², routed length per instance 11.7 µm, Latency at later pin 0.33 ns, Synth Instances 353, Seq share, synth 49.6%, max_slew headroom 43.2%, Root Driver clkbuf_16, vias per cell 4.80, number of inserted diodes 0, Clock Sink Count 74, CP startpoint BAUD_GEN.counter[3], DP HPWL 3940 µm, average cell area after synthesis 9.70 µm², Die Ht 109 µm, Pre-antenna DRT Iters 5, Top FF cell, synth dfxtp_1, RSZ-0062 raised after global routing no, Clock Skew 0.00617 ns, vias in the first global route 2175
## synth_stat cells, types with 2 or more instances
| master | instances | area [µm²] |
|---|---|---|
| and2_1 | 2 | 12.5 |
| or3_1 | 2 | 12.5 |
| xor2_1 | 8 | 70.1 |
| ha_1 | 6 | 75.1 |
| a21oi_1 | 12 | 60.1 |
| a31oi_1 | 3 | 18.8 |
| or2b_1 | 3 | 22.5 |
| nor4_1 | 2 | 12.5 |
| nand4_1 | 3 | 18.8 |
| nor2_1 | 23 | 86.3 |
| o21ai_0 | 27 | 135 |
| dfxtp_1 | 33 | 661 |
| nand2_1 | 46 | 173 |
| mux2_2 | 8 | 90.1 |
| a311o_1 | 2 | 20.0 |
| nand2b_1 | 10 | 62.6 |
| inv_1 | 8 | 30.0 |
| o221a_1 | 8 | 90.1 |
| buf_6 | 2 | 22.5 |
| nor3_1 | 5 | 25.0 |
| nand3_1 | 24 | 120 |
| o31ai_1 | 2 | 15.0 |
| mux2i_1 | 8 | 80.1 |
| o211ai_1 | 6 | 45.0 |
| nor2b_1 | 2 | 12.5 |
| o21ai_1 | 3 | 15.0 |
| clkbuf_1 | 8 | 30.0 |
| dfrtp_1 | 31 | 776 |
| a22o_1 | 2 | 17.5 |
| and3_1 | 2 | 12.5 |
| dfstp_2 | 10 | 263 |
| buf_2 | 2 | 10.0 |
| nand3b_1 | 4 | 30.0 |
| or4_1 | 3 | 22.5 |
| buf_4 | 12 | 90.1 |
## kinds of logic (layout without fill, tap and decap cells)
logic type	after synthesis	after routing	share of synthesized area (%)
adder cells (fa/ha/maj)	6	6	2.19
flip-flops	74	74	49.6
AND-OR/OR-AND	75	75	14.7
XOR/XNOR	9	9	2.30
buffers and inverters	32	28	5.33
AND/OR/NAND/NOR	140	140	20.8
multiplexers	16	16	4.97
other	1	11	0.110
## where the power goes
| part | switching, mW | leakage, nW | internal (mW) | total (mW) |
|---|---|---|---|---|
| Sequential | 0.00463 | 0.804 | 0.535 | 0.540 |
| Combinational | 0.0173 | 0.546 | 0.00666 | 0.0240 |
| Clock | 0.217 | 0.143 | 0.312 | 0.529 |
## routing by layer
| layer | vias up | global-route usage, % | share of wire [%] |
|---|---|---|---|
| met1 | 1106 | 16.7 | 52 |
| li1 | 1247 | - | - |
| met3 | 7 | 2.50 | 4.3 |
| met2 | 34 | 16.0 | 42 |
| met5 | - | 0 | 0 |
| met4 | 0 | 1.83 | 1.2 |
## path summary, 6_finish.rpt
check / end / slack [ns] / cells past startpoint
setup / recovery: UART_RX.tick_cnt[0] / 2.84 / 5
hold / removal: UART_RX.rx_sync1 / 0.41 / 1
setup reg to reg: UART_RX.tick_cnt[0] / 2.84 / 5
hold reg to reg: UART_RX.rx_sync1 / 0.41 / 1
max in group asynchronous: pending_buffer[3] / 4.32 / 2
min in group asynchronous: UART_TX.bit_cnt[2] / 0.88 / 2
## per-stage QoR
| step | util, % | power, mW | worst slack, ns |
|---|---|---|---|
| 6_report | 34.6 | 1.09 | 2.84 |
| 5_1_grt | 34.6 | 1.14 | 2.61 |
| 4_1_cts | 34.6 | 1.11 | 2.91 |
| 3_5_place_dp | 32.0 | 0.575 | 2.77 |
| 3_3_place_gp | 32.0 | 0.574 | 2.83 |
| 2_1_floorplan | - | 0.567 | 3.32 |
## worst register-to-register path: cells and delay by family (launching register included)
kind | cells | cell delay (ns)
simple gates | 2 | 1.42
compound gates | 3 | 0.93
flops | 1 | 0.34
## final cells by class
| class | count | area, µm² | share of cell area [%] |
|---|---|---|---|
| clock buffers | 10 | 239 | 6.29 |
| clock inverters | 6 | 41.3 | 1.09 |
| inverters | 8 | 30.0 | 0.791 |
| multi-input cells | 257 | 1580 | 41.6 |
| flip-flops and latches | 74 | 1700 | 44.7 |
| well taps | 140 | 175 | 4.61 |
| repair buffers | 4 | 32.5 | 0.857 |
Power is estimated from default activity; no workload was simulated.
